`/design/flow/config.mk`:
```
export PLATFORM = sky130hd
export DESIGN_NAME = top
export DESIGN_NICKNAME = top
export VERILOG_FILES = /design/flow/design.v
export SDC_FILE = /design/flow/constraint.sdc
export NUM_CORES = 4
export LEC_CHECK = 1
export CORE_UTILIZATION = 50
```
`/design/flow/constraint.sdc`:
```
current_design top

set clk_period 4.8
set clk_io_pct 0.2

create_clock -name clk0 -period $clk_period [get_ports {clk}]

set non_clock_inputs [all_inputs -no_clocks]
set_input_delay [expr $clk_period * $clk_io_pct] -clock clk0 $non_clock_inputs
set_output_delay [expr $clk_period * $clk_io_pct] -clock clk0 [all_outputs]
```
`/design/flow/design.v`:
```
module bcd_coder(yout,ain);
	output[7:0]yout;
	input[3:0]ain;
	reg[7:0]yout;
	always@(ain)
	begin
		case(ain[3:0])
		4'b0000:yout[7:0]=8'b1111_1100; 
		4'b0001:yout[7:0]=8'b0110_0000; 
		4'b0010:yout[7:0]=8'b1101_1010; 
		4'b0011:yout[7:0]=8'b1111_0010; 
		4'b0100:yout[7:0]=8'b0110_0110; 
		4'b0101:yout[7:0]=8'b1011_0110; 
		4'b0110:yout[7:0]=8'b1011_1110; 
		4'b0111:yout[7:0]=8'b1110_0000; 
		4'b1000:yout[7:0]=8'b1111_1110; 
		4'b1001:yout[7:0]=8'b1111_0110; 
		default:yout[7:0]=8'bx;
		endcase
	end
endmodule
module bin2bcd(
	input	[7:0]	bin_in,    
	output	[11:0]	bcd_out    
);
	reg [3:0] ones;    
	reg [3:0] tens;    
	reg [3:0] hundreds;    
	integer i;    
	always @(*) 
	begin
		ones = 4'd0;    
		tens = 4'd0;    
		hundreds = 4'd0;    
		for(i = 7; i >= 0; i = i - 1)    
		begin
			if (ones >= 4'd5) 		ones = ones + 4'd3;    
			if (tens >= 4'd5) 		tens = tens + 4'd3;    
			if (hundreds >= 4'd5)	hundreds = hundreds + 4'd3;    
			hundreds = {hundreds[2:0],tens[3]};    
			tens = {tens[2:0],ones[3]};    
			ones = {ones[2:0],bin_in[i]};    
		end
	end
	assign bcd_out = {hundreds, tens, ones};    
endmodule
module counter(
    input wire clk, 
    input wire up_down,  
	 input wire rst_n,
    input wire [3:0] step,  
    output reg [7:0] count
);
	reg [3:0] step_size;  
	always @ (posedge clk) 
		begin
			 if(!rst_n)            
				  begin
						count <= 8'b00000000;  
				  end
			 else
			 begin
				 if(up_down)   
				 begin
					  count <= count + step_size;
				 end 
				 else    
				 begin
					  count <= count - step_size;
				 end
			 end
		end
	always @ (step) 
	begin
		 case(step)
			  4'b0000: step_size <= 4'b0000;  
			  4'b0001: step_size <= 4'b0001;  
			  4'b0010: step_size <= 4'b0010;  
			  4'b0011: step_size <= 4'b0011;  
			  4'b0100: step_size <= 4'b0100;  
			  4'b0101: step_size <= 4'b0101;  
			  4'b0110: step_size <= 4'b0110;  
			  4'b0111: step_size <= 4'b0111;  
			  4'b1000: step_size <= 4'b1000;  
			  4'b1001: step_size <= 4'b1001;  
			  4'b1010: step_size <= 4'b1010;  
			  4'b1011: step_size <= 4'b1011;  
			  4'b1100: step_size <= 4'b1100;  
			  4'b1101: step_size <= 4'b1101;  
			  4'b1110: step_size <= 4'b1110;  
			  4'b1111: step_size <= 4'b1111;  
		 endcase
	end
endmodule
module freq(clk, rst_n, clk_1hz);
	input clk;				 
	input rst_n;			 
	output reg clk_1hz;	 
	reg [25:0] cnt;		 
	parameter cnt_num = 48_000_000 / 1 / 2 - 1;		 
	always @ (posedge clk or negedge rst_n)			 
	begin
		if(!rst_n)
			begin
				cnt <= 26'd0;									 
				clk_1hz <= 1'b0;								 
			end
		else
			begin
				if(cnt < cnt_num)								 
					begin
						cnt <= cnt + 26'd1;					 
					end
				else												 
					begin
						cnt <= 26'd0;							 
						clk_1hz <= ~clk_1hz;					 
					end
			end
	end
endmodule 
module mux(
    input wire clk,    
    input wire [3:0] ina, inb, inc,    
    output reg [3:0] data_out,    
    output reg [1:0] sel    
);
    always @(posedge clk) begin
        case(sel)
            2'b00 : begin
                data_out <= ina;    
                sel <= 2'b01;    
            end
            2'b01 : begin
                data_out <= inb;    
                sel <= 2'b10;    
            end
            2'b10 : begin
                data_out <= inc;    
                sel <= 2'b00;   
            end
            default : 
				begin 
					data_out = 4'b0000;    
					sel <= 2'b00;
				end
        endcase
    end
endmodule
module top(
    input wire clk,   
    input wire rst_n,   
    input wire up_down,   
    input wire [3:0] step,   
    output reg [7:0] seg,   
    output reg [1:0] seg_select   
);
    wire [7:0] bin_count;   
    wire clk_1hz;   
    wire [3:0] data_disp;   
    wire [3:0] ina, inb, inc;   
    wire [7:0] data;   
    wire [1:0] seg_sel;   
    freq #(.cnt_num(4)) freq_dut(   
        .clk(clk), 
        .rst_n(rst_n), 
        .clk_1hz(clk_1hz)
    );
    counter cnt(
        .clk(clk),
        .rst_n(rst_n),
        .up_down(up_down),
        .step(step),
        .count(bin_count)
    );
    bin2bcd changer(
        .bin_in(bin_count),
        .bcd_out({ina, inb, inc})
    );
    mux mux3(
        .clk(clk_1hz),
        .sel(seg_sel),
        .ina(ina),
        .inb(inb),
        .inc(inc),
        .data_out(data_disp)
    );  
    bcd_coder bcd(
        .yout(data),
        .ain(data_disp)
    );
    always @(*) begin
        seg_select[1:0] = seg_sel[1:0];   
        seg[7:0] = data[7:0];   
    end
endmodule
```
`/design/flow/run.sh`:
```
#!/bin/bash
# OpenROAD 26Q1-2900-gdf79404cd8, Yosys 0.63+post, stock flow scripts
make -C /OpenROAD-flow-scripts/flow DESIGN_CONFIG=/design/flow/config.mk WORK_HOME=/design/flow/orfs finish
```
==> metrics.csv <==
stage;metric;value;unit
synthesis;edf_count;0;
synthesis;netlist_instances;280;
detailed_routing;num_vias;2064;
setup_path;rrSetupSlack;2.64;ns
grt;grt_pass1_wl;8340;um
setup_path;end_kind;register;
synthesis;ys_ff;44;
grt;grt_max_degree;36;
detailed_routing;drc;0;
setup_path;worst_ep_required_time;4.98;ns
cts;cts.clk_slew.worst_paths;0.07;ns
min_path;hp-class;reg2reg;
detailed_routing;wl;4830;um
timing;finalHoldViolations;0;
timing;rsz0062_at_grt;false;
timing;setup_slack;1.37;ns
timing;whs;0.429;ns
floorplan;num_rows;27;
timing;skew;0.00419;ns
cts;numCtsBuffers;5;
layout;mostFrequentLayoutCell;dfrtp_1;
timing;untimed_endpoints;18;
cts;ctsHoldBuffers;0;
synthesis;ys_types;71;
setup_path;path_class;in2reg;
placed_design;place_ws;1.05;ns
layout;comb_area;0.00182;mm^2
timing;tns;0;ns
synthesis;ff_type;dfrtp_1;
cts;cts_tree;yes;
grt;gr-usage-all-layers;17.5;%
floorplan;dieHeight;77.4;um
layout;drive_above_1_share;11.2;%
floorplan;core_util_floorplan;51.7;%
synthesis;synth.avg_cell_area;10.2;um^2
setup_path;critPathArrivalTime;3.60;ns
floorplan;core;0.00551;mm^2
placed_design;dp_hpwl;3730;um
floorplan;dieArea;0.00600;mm^2
detailed_routing;wire_per_inst;12.3;um
timing;worstMarginPinSlew;0.639;ns
cts;post_cts_resized;0;
cts;cts_htree_levels;2;
floorplan;ios;17;
synthesis;synth_seq_share;35.7;%
layout;flop_area;0.00102;mm^2
timing;period_needed;3.43;ns
synthesis;async_flop_share;61.4;%
synthesis;syn-cell-area;0.00285;mm^2
setup_path;path_max_fanout;3;
layout;syn_to_final_growth;14.4;%
timing;fmax;0.292;GHz
synthesis;yosysWarnings;6;
grt;grt_pass1_vias;1807;
cts;clockBufferDepth;2;
synthesis;yosys-stat-cells;280;
timing;drv_slew;0;
job;drv_cap;0;
detailed_routing;antenna_cells;0;
grt;antenna_found_initial;0;
timing;setup_viol;0;
grt;grt_overflow;0;
detailed_routing;ant_nets;0;
layout;lay_top_cells;dfrtp_1, conb_1, ha_1;
detailed_routing;dr.pass1.iters;4;
placed_design;io_buffers;15;
timing;relSlewSlack;57.1;%
timing;min_period_over_period;71.4;%
synthesis;ys_area;0.00285;mm^2
job;tool_warnings;32;
setup_path;start_kind;input pin;
placed_design;globalplace.congestion;0.855;
timing;unclocked_pins;9;
layout;nFillCells;475;
detailed_routing;drtIter0Drc;87;
detailed_routing;avgViaCountPerCell;5.24;
floorplan;die_x;77.4;um
cts;postCtsSetupBuffers;0;
status;status;finished, final reports clean;
cts;clk_latency;0.28;ns
cts;root_buffer;clkbuf_8;
==> synth_stat cells, drive strengths merged, types with 2 or more instances <==
master	n	area [um^2]
o21bai	2	15.0
or4	2	15.0
mux2	7	93.8
and3	3	18.8
nand4	5	31.3
o211ai	3	22.5
a211oi	2	15.0
nor3	6	30.0
and2	13	83.8
a31oi	3	25.0
nand3b	2	15.0
nor2	24	95.1
nor4	7	43.8
clkbuf	2	7.51
xnor2	7	68.8
xor2	5	43.8
nor2b	3	18.8
o22ai	2	12.5
o21a	2	15.0
or2	4	25.0
dfrtp	27	676
or3	2	12.5
buf	3	30.0
o21ai	8	40.0
nand2b	6	37.5
a21oi	13	68.8
a21o	10	75.1
a31o	4	35.0
nor3b	3	38.8
and3b	2	17.5
o2bb2ai	3	32.5
a221oi	4	70.1
mux2i	7	70.1
nand2	9	33.8
inv	15	56.3
dfxtp	17	340
o31ai	3	36.3
ha	23	288
==> sequential cells by signal, indices dropped and copies added (netlist names) <==
name              cells
freq_dut.cnt         26
cnt.count             8
seg                   7
mux3.sel              2
freq_dut.clk_1hz      1
==> routing by layer <==
layer	GRT usage, %	share of wire (%)	vias to the layer above	wire [um]
met3	1.43	1.6	4	79
met1	29.2	54	950	2630
li1	-	-	1091	-
met5	0	0	-	0
met2	26.1	43	19	2070
met4	2.26	0.99	0	48
==> critical path, cell delays in order <==
cell	delay, ns
clkdlybuf4s50_1	0.50
inv_1	0.05
ha_1	0.28
mux2_2	0.29
ha_1	0.27
a21o_1	0.17
a21o_1	0.19
a21o_1	0.18
a21oi_1	0.20
o21bai_1	0.08
a21oi_1	0.18
xnor2_1	0.09
and2_1	0.15
==> metrics by stage <==
step | utilization [%] | cells | cell area (um^2)
finish | 59.1 | 394 | 3250
global route | 59.1 | 394 | 3250
detailed placement | 57.1 | 386 | 3140
global placement | 57.1 | 386 | 3140
CTS | 59.1 | 394 | 3250
floorplan | - | 303 | 2930
==> final cells by class <==
class | count | area share [%]
inverter | 15 | 1.73
tap | 72 | 2.77
clock buffer | 5 | 2.11
clock inverter | 3 | 1.35
sequential | 44 | 31.2
multi-input combinational | 239 | 56.0
timing repair buffer | 16 | 4.84
==> worst paths after layout <==
kind,cells past startpoint,to,from
hold / removal,1,freq_dut.cnt[0],freq_dut.cnt[0]
hold reg to reg,1,freq_dut.cnt[0],freq_dut.cnt[0]
setup reg to reg,8,cnt.count[7],cnt.count[2]
min in group asynchronous,2,freq_dut.cnt[6],rst_n
setup / recovery,13,cnt.count[7],step[0]
max in group asynchronous,2,freq_dut.cnt[16],rst_n
==> cells by family (layout without fill, tap and decap cells) <==
kind of cell	Yosys count	in the layout	share of synthesized area [%]
compound gates	71	71	21.1
xor+xnor	12	12	3.96
fa+ha+maj	24	24	10.8
buf+inv	20	39	3.30
flops	44	44	35.7
mux	14	14	5.76
other cells	1	24	0.132
simple gates	94	94	19.3
